--- flow/design.v ---
module lane_detector #(
    parameter IMG_WIDTH = 640,
    parameter IMG_HEIGHT = 480,
    parameter ROI_TOP = 240,            
    parameter ROI_BOTTOM = 460          
)(
    input  wire clk,
    input  wire rst_n,
    input  wire pixel_in,               
    input  wire pixel_valid,
    input  wire [9:0] pixel_x,
    input  wire [9:0] pixel_y,
    input  wire frame_start,
    output reg left_lane_valid,
    output reg [9:0] left_x_top,        
    output reg [9:0] left_x_bottom,     
    output reg right_lane_valid,
    output reg [9:0] right_x_top,
    output reg [9:0] right_x_bottom,
    output reg detection_done           
);
    localparam MIDDLE_X = IMG_WIDTH / 2;
    reg [11:0] left_acc_top;       
    reg [11:0] left_acc_bottom;    
    reg [9:0] left_x_sum_top;
    reg [9:0] left_x_sum_bottom;
    reg [11:0] right_acc_top;
    reg [11:0] right_acc_bottom;
    reg [9:0] right_x_sum_top;
    reg [9:0] right_x_sum_bottom;
    wire in_roi = (pixel_y >= ROI_TOP) && (pixel_y <= ROI_BOTTOM);
    wire in_top_half = (pixel_y >= ROI_TOP) && (pixel_y < ((ROI_TOP + ROI_BOTTOM) / 2));
    wire in_bottom_half = (pixel_y >= ((ROI_TOP + ROI_BOTTOM) / 2)) && (pixel_y <= ROI_BOTTOM);
    always @(posedge clk or negedge rst_n) begin
        if (!rst_n) begin
            left_acc_top <= 0;
            left_acc_bottom <= 0;
            left_x_sum_top <= 0;
            left_x_sum_bottom <= 0;
            right_acc_top <= 0;
            right_acc_bottom <= 0;
            right_x_sum_top <= 0;
            right_x_sum_bottom <= 0;
            detection_done <= 0;
        end else begin
            if (frame_start) begin
                left_acc_top <= 0;
                left_acc_bottom <= 0;
                left_x_sum_top <= 0;
                left_x_sum_bottom <= 0;
                right_acc_top <= 0;
                right_acc_bottom <= 0;
                right_x_sum_top <= 0;
                right_x_sum_bottom <= 0;
                detection_done <= 0;
            end
            else if (pixel_valid && pixel_in && in_roi) begin
                if (pixel_x < MIDDLE_X) begin
                    if (in_top_half) begin
                        left_acc_top <= left_acc_top + 1;
                        left_x_sum_top <= left_x_sum_top + pixel_x;
                    end else if (in_bottom_half) begin
                        left_acc_bottom <= left_acc_bottom + 1;
                        left_x_sum_bottom <= left_x_sum_bottom + pixel_x;
                    end
                end
                else begin
                    if (in_top_half) begin
                        right_acc_top <= right_acc_top + 1;
                        right_x_sum_top <= right_x_sum_top + pixel_x;
                    end else if (in_bottom_half) begin
                        right_acc_bottom <= right_acc_bottom + 1;
                        right_x_sum_bottom <= right_x_sum_bottom + pixel_x;
                    end
                end
            end
            else if (pixel_valid && pixel_y == (IMG_HEIGHT - 1) && pixel_x == (IMG_WIDTH - 1)) begin
                detection_done <= 1;
                if (left_acc_top > 3) begin
                    left_lane_valid <= 1;
                    left_x_top <= left_x_sum_top / left_acc_top[9:0];
                    left_x_bottom <= left_x_sum_bottom / left_acc_bottom[9:0];
                end else begin
                    left_lane_valid <= 0;
                end
                if (right_acc_top > 3) begin
                    right_lane_valid <= 1;
                    right_x_top <= right_x_sum_top / right_acc_top[9:0];
                    right_x_bottom <= right_x_sum_bottom / right_acc_bottom[9:0];
                end else begin
                    right_lane_valid <= 0;
                end
            end else begin
                detection_done <= 0;
            end
        end
    end
endmodule
--- flow/run.sh ---
#!/bin/bash
# OpenROAD 26Q1-2900-gdf79404cd8, Yosys 0.63+post, stock flow scripts
make -C /OpenROAD-flow-scripts/flow DESIGN_CONFIG=/design/flow/config.mk WORK_HOME=/design/flow/orfs finish
--- flow/config.mk ---
export PLATFORM = sky130hd
export DESIGN_NAME = lane_detector
export DESIGN_NICKNAME = lane_detector
export VERILOG_FILES = /design/flow/design.v
export SDC_FILE = /design/flow/constraint.sdc
export NUM_CORES = 4
export LEC_CHECK = 1
export CORE_UTILIZATION = 40
--- flow/constraint.sdc ---
current_design lane_detector

set clk_period 29.7
set clk_io_pct 0.2

create_clock -name clk0 -period $clk_period [get_ports {clk}]

set non_clock_inputs [all_inputs -no_clocks]
set_input_delay [expr $clk_period * $clk_io_pct] -clock clk0 $non_clock_inputs
set_output_delay [expr $clk_period * $clk_io_pct] -clock clk0 [all_outputs]
==> run summary <==
impl run done, here's what came out: clk ins delay skew pair 0.43 ns, vias in the first global route 13293, Initial DRC Count 727, post-DP HPWL 30900 microns, CTS tree done, Tot GR Track Use 20.5%, outcome complete, no violations, Netlist cell types 85, Post-synth EDFFs 42, Clock Tree Root clkbuf_16, Rel. slew slack 38.9%, post-CTS setup buffer count 0, CP peak stage delay 0.47 ns, hold path depth 2, ratio of cells with drive above 1 in the final layout 7.63%, Worst Path Required 29.97 ns, RSZ-0062 raised after global routing false, nature of the critical path endpoint register, dominant register cell in the synthesized netlist dfrtp_1, clock tree buffer depth 2, slowest stage cell, crit path mux2i_1, Mapped Cells 1947, row count 73, Vias 14094, CTS Buf Count 17, mapped cell area 0.0164 sq mm, Post-CTS Hold Fix Bufs 0, Buffers on Ports 67, Final setup viols 0, grt ovf 0, Synth-to-Final Area Change 11.6%, maxcap violations 0, Min Clock Period, post-route 16.45 ns, post-cts gate resize count 0, CTS Sinks 127, CTS clock-pin slew for the worst setup and hold paths 0.06 ns, Log Warnings 30, Reg2Reg Setup Slack 13.25 ns, CORE AREA 0.0401 sq mm, Initial Utilization 40.8%, Final ANT Viol Nets 0, startpoint of the worst hold path left_acc_top[11], endpoints failing hold 0, Setup CP Type reg -> reg, post-route clock skew 0.00596 ns, # IOs 68, DRC viols 0, YS chip area 0.0164 sq mm, most frequent CP cell ha_1, fmax 60.8 MHz, Synth warnings 1, Hold Crit Class reg -> reg, Slew @ Worst Pin 0.894 ns, max-slew violations 0, Seq cells post-synth 127, DR WL/cell 16.1 microns, Routed WL 40700 microns, initial antenna violation count 0, Avg Cell Area, Syn 8.41 sq um, Worst R2R End right_x_top[0], Pre-antenna DRT Iters 5, Worst Path Arrival 16.72 ns, crit start category register, DIE HEIGHT 204 microns, H-tree lvl count 4, Post-synth seq share 20.7%, Reg-to-Reg Start right_acc_top[0], critical path peak fanout 10, Setup TNS 0 ns, vias per cell 5.57, ANT cells 0, RePlAce Congestion 0.906, Final period util 55.4%, yosys cell count 1947, Die Area 0.0418 sq mm, asr flop ratio synth 66.9%, largest net degree at the start of global routing 48, worst r2r path cells 66, first-pass GRT wire length 67900 microns, Hold Path End left_acc_top[11], Die Span X 204 microns
## cells in the final DEF, fill, tap and decap left out, types with 9 or more instances in the layout
master and count:
a211oi_1 22, a21boi_0 12, a21o_1 49, a21oi_1 105, a31oi_1 10, and2_1 14, and3_1 17, buf_4 17
clkbuf_16 23, clkdlybuf4s50_1 65, dfrtp_1 85, edfxtp_1 42, ha_1 265, inv_1 114, mux2_2 59, mux2i_1 60
nand2_1 108, nand2b_1 14, nand3_1 30, nand4_1 26, nor2_1 216, nor2b_1 26, nor3_1 79, nor4_1 12
o2111ai_1 10, o211a_1 9, o211ai_1 22, o21a_1 62, o21ai_0 88, o31ai_1 12, or2_2 17, or3_1 23
xnor2_1 108, xor2_1 42
## cells in the mapped netlist (14+ instances only)
library cell,n,area share [%]
nor2b_1,27,1.0
ha_1,265,20
o21ai_0,88,2.7
or2_2,17,0.65
edfxtp_1,42,7.7
a21o_1,49,2.2
nand2b_1,14,0.53
nand2_1,108,2.5
dfrtp_1,85,13
and3_1,17,0.65
nor3_1,80,2.4
nand4_1,26,0.99
xnor2_1,108,5.8
a21oi_1,105,3.2
nor2_1,216,5.0
inv_1,114,2.6
xor2_1,42,2.2
mux2_2,59,4.1
o211ai_1,22,1.0
and2_1,14,0.53
a211oi_1,22,1.0
nand3_1,30,0.92
clkbuf_1,52,1.2
mux2i_1,60,3.7
or3_1,23,0.88
o21a_1,62,2.8
## sequential cells by signal, summed over array words and instances (netlist names), 10 cells and up
signal and flops:
left_acc_bottom 10, right_x_sum_bottom 10, right_x_top 10, left_x_bottom 10, left_x_sum_top 10, right_acc_top 12
right_acc_bottom 10, left_acc_top 12, right_x_sum_top 10, right_x_bottom 10, left_x_sum_bottom 10, left_x_top 10
## kinds of logic (layout without fill, tap and decap cells)
group	Yosys count	in the layout	share of synthesized area [%]
AND/OR/NAND/NOR	624	624	18.8
adder cells (fa/ha/maj)	269	269	20.7
XOR/XNOR	150	150	8.02
multiplexers	122	122	8.00
AND-OR/OR-AND	478	478	19.6
flip-flops	127	127	20.7
buffers and inverters	177	235	4.09
## stage by stage
step           hold slack (ns)  instance area [sq um]  utilization [%]  setup slack [ns]  cells
6_report                 0.542                  18300             45.6             13.25   2530
5_1_grt                  0.601                  18300             45.6             11.83   2530
4_1_cts                  0.548                  18300             45.6             13.18   2530
3_5_place_dp             0.529                  17600             43.9             13.23   2498
3_3_place_gp             0.517                  17600             43.9             13.28   2498
2_1_floorplan            0.482                  16400                -             15.34   1947
## worst max-delay path by stage
stage                start              to  slack, ns
4_1_cts   right_acc_top[0]  right_x_top[0]      13.18
5_1_grt   right_acc_top[0]  right_x_top[0]      11.83
6_report  right_acc_top[0]  right_x_top[0]      13.25
## critical path: cells and delay by family, from the launching register on
kind	cells	cell delay, ns
fa+ha+maj	10	3.05
mux	6	1.88
compound gates	32	7.63
buf+inv	8	1.60
flops	1	0.46
simple gates	10	1.67
## per-layer routing
layer  track usage (%)  part of all wire [%]
met5                 0                     0
met4              3.09                   1.8
met3              2.05                   3.6
met2              31.6                    44
met1              32.1                    51
## final cells by class
class,count,area (sq um)
tap,525,657
inverter,121,454
multi-input combinational,1643,12300
clock buffer,26,607
fill,3779,21800
clock inverter,6,47.5
timing repair buffer,82,778
sequential,127,3390
