==> flow/design.v <==
module uart_rx #(
    parameter CLK_FREQ = 27_000_000,   
    parameter BAUD_RATE = 115200        
)(
    input  wire       clk,
    input  wire       rst_n,
    input  wire       rx_pin,          
    output reg  [7:0] rx_data,         
    output reg        rx_valid         
);
    localparam CLKS_PER_BIT = CLK_FREQ / BAUD_RATE;
    localparam IDLE  = 3'd0;
    localparam START = 3'd1;
    localparam DATA  = 3'd2;
    localparam STOP  = 3'd3;
    reg [2:0] state;
    reg [15:0] clk_count;
    reg [2:0] bit_index;
    reg [7:0] rx_data_reg;
    reg rx_pin_d1, rx_pin_d2;
    always @(posedge clk or negedge rst_n) begin
        if (!rst_n) begin
            rx_pin_d1 <= 1'b1;
            rx_pin_d2 <= 1'b1;
        end else begin
            rx_pin_d1 <= rx_pin;
            rx_pin_d2 <= rx_pin_d1;
        end
    end
    always @(posedge clk or negedge rst_n) begin
        if (!rst_n) begin
            state <= IDLE;
            rx_data <= 8'd0;
            rx_valid <= 1'b0;
            clk_count <= 16'd0;
            bit_index <= 3'd0;
            rx_data_reg <= 8'd0;
        end else begin
            rx_valid <= 1'b0;   
            case (state)
                IDLE: begin
                    clk_count <= 16'd0;
                    bit_index <= 3'd0;
                    if (rx_pin_d2 == 1'b0) begin   
                        state <= START;
                    end
                end
                START: begin
                    if (clk_count < (CLKS_PER_BIT / 2) - 1) begin
                        clk_count <= clk_count + 1;
                    end else begin
                        if (rx_pin_d2 == 1'b0) begin   
                            clk_count <= 16'd0;
                            state <= DATA;
                        end else begin
                            state <= IDLE;
                        end
                    end
                end
                DATA: begin
                    if (clk_count < CLKS_PER_BIT - 1) begin
                        clk_count <= clk_count + 1;
                    end else begin
                        clk_count <= 16'd0;
                        rx_data_reg[bit_index] <= rx_pin_d2;
                        if (bit_index < 7) begin
                            bit_index <= bit_index + 1;
                        end else begin
                            bit_index <= 3'd0;
                            state <= STOP;
                        end
                    end
                end
                STOP: begin
                    if (clk_count < CLKS_PER_BIT - 1) begin
                        clk_count <= clk_count + 1;
                    end else begin
                        clk_count <= 16'd0;
                        rx_data <= rx_data_reg;
                        rx_valid <= 1'b1;
                        state <= IDLE;
                    end
                end
                default: state <= IDLE;
            endcase
        end
    end
endmodule
module uart_top #(
    parameter CLK_FREQ = 27_000_000,
    parameter BAUD_RATE = 115200
)(
    input  wire       clk,
    input  wire       rst_n,
    input  wire [7:0] tx_data,
    input  wire       tx_valid,
    output wire       tx_ready,
    output wire [7:0] rx_data,
    output wire       rx_valid,
    input  wire       uart_rx,
    output wire       uart_tx
);
    uart_tx #(
        .CLK_FREQ(CLK_FREQ),
        .BAUD_RATE(BAUD_RATE)
    ) u_uart_tx (
        .clk(clk),
        .rst_n(rst_n),
        .tx_data(tx_data),
        .tx_valid(tx_valid),
        .tx_ready(tx_ready),
        .tx_pin(uart_tx)
    );
    uart_rx #(
        .CLK_FREQ(CLK_FREQ),
        .BAUD_RATE(BAUD_RATE)
    ) u_uart_rx (
        .clk(clk),
        .rst_n(rst_n),
        .rx_pin(uart_rx),
        .rx_data(rx_data),
        .rx_valid(rx_valid)
    );
endmodule
module uart_tx #(
    parameter CLK_FREQ = 27_000_000,   
    parameter BAUD_RATE = 115200        
)(
    input  wire       clk,
    input  wire       rst_n,
    input  wire [7:0] tx_data,         
    input  wire       tx_valid,        
    output reg        tx_ready,        
    output reg        tx_pin           
);
    localparam CLKS_PER_BIT = CLK_FREQ / BAUD_RATE;
    localparam IDLE  = 3'd0;
    localparam START = 3'd1;
    localparam DATA  = 3'd2;
    localparam STOP  = 3'd3;
    reg [2:0] state;
    reg [15:0] clk_count;
    reg [2:0] bit_index;
    reg [7:0] tx_data_reg;
    always @(posedge clk or negedge rst_n) begin
        if (!rst_n) begin
            state <= IDLE;
            tx_pin <= 1'b1;
            tx_ready <= 1'b1;
            clk_count <= 16'd0;
            bit_index <= 3'd0;
            tx_data_reg <= 8'd0;
        end else begin
            case (state)
                IDLE: begin
                    tx_pin <= 1'b1;
                    tx_ready <= 1'b1;
                    clk_count <= 16'd0;
                    bit_index <= 3'd0;
                    if (tx_valid) begin
                        tx_data_reg <= tx_data;
                        tx_ready <= 1'b0;
                        state <= START;
                    end
                end
                START: begin
                    tx_pin <= 1'b0;   
                    if (clk_count < CLKS_PER_BIT - 1) begin
                        clk_count <= clk_count + 1;
                    end else begin
                        clk_count <= 16'd0;
                        state <= DATA;
                    end
                end
                DATA: begin
                    tx_pin <= tx_data_reg[bit_index];
                    if (clk_count < CLKS_PER_BIT - 1) begin
                        clk_count <= clk_count + 1;
                    end else begin
                        clk_count <= 16'd0;
                        if (bit_index < 7) begin
                            bit_index <= bit_index + 1;
                        end else begin
                            bit_index <= 3'd0;
                            state <= STOP;
                        end
                    end
                end
                STOP: begin
                    tx_pin <= 1'b1;   
                    if (clk_count < CLKS_PER_BIT - 1) begin
                        clk_count <= clk_count + 1;
                    end else begin
                        clk_count <= 16'd0;
                        state <= IDLE;
                    end
                end
                default: state <= IDLE;
            endcase
        end
    end
endmodule
==> flow/run.sh <==
#!/bin/bash
# OpenROAD 26Q1-2900-gdf79404cd8, Yosys 0.63+post, stock flow scripts
make -C /OpenROAD-flow-scripts/flow DESIGN_CONFIG=/design/flow/config.mk WORK_HOME=/design/flow/orfs finish
==> flow/config.mk <==
export PLATFORM = sky130hd
export DESIGN_NAME = uart_top
export DESIGN_NICKNAME = uart_top
export VERILOG_FILES = /design/flow/design.v
export SDC_FILE = /design/flow/constraint.sdc
export NUM_CORES = 4
export LEC_CHECK = 1
export CORE_UTILIZATION = 50
==> flow/constraint.sdc <==
current_design uart_top

set clk_period 4.2
set clk_io_pct 0.2

create_clock -name clk0 -period $clk_period [get_ports {clk}]

set non_clock_inputs [all_inputs -no_clocks]
set_input_delay [expr $clk_period * $clk_io_pct] -clock clk0 $non_clock_inputs
set_output_delay [expr $clk_period * $clk_io_pct] -clock clk0 [all_outputs]
==> flow_summary.yaml <==
# synthesis and place-and-route metrics
timing:
  min_period_ps: 2236
  slew_viol_final: 0
  hold_violations: 0
  fmax_ghz: 0.4473
  worstMarginPinSlew_ps: 605.4
  fin_skew_ps: 10.53
  setup_viol: 0
  timing.hold.ws_ps: 360.2
  relSlewSlack: 0.5964
  finalClockPeriodUsage: 0.5323
  setup_tns_ps: 0
  rsz0062_at_grt: "no"
placed_design:
  place.gp.congestion: 0.8147
  dp_hpwl_microns: 4148
  port_buffers: 22
worst_setup_path:
  crit_path_end_kind: "flip-flop"
  critPathCapture: "u_uart_rx.rx_data[7]"
  crit_chain: "inv_1 -> ha_1 -> nand2b_1 -> a21o_1 -> a21oi_4 -> nand2b_2 -> mux2_4"
  r2r_slack_ps: 1960
  crit_required_ps: 4420
  crit_type: "flip-flop to flip-flop"
  reg2reg_from: "u_uart_rx.clk_count[0]"
  slowest_delay_ps: 430
  cp-start-kind: "flip-flop"
  rr_endpoint: "u_uart_rx.rx_data[7]"
  crit_slowest_cell: "dfrtp_1"
  arrival_ps: 2460
  startpoint: "u_uart_rx.clk_count[0]"
  r2r_cells: 7
  crit_fanout: 18
global_route:
  grt_pass1_wl_microns: 10960
  grt_pass1_vias: 2358
  grt_max_degree: 51
  antenna_found_initial: 0
  grt.overflow.total: 0
  grt_use_total: 0.1891
floorplanning:
  die_w_microns: 86.59
  core-area_sq_mm: 0.006869
  rows: 30
  chip_area_sq_mm: 0.007497
  fp-utilization: 0.5208
  fp.dieH_microns: 86.59
  pin_count: 23
power:
  leakage_nw: 1.827
  power_density_mw_per_mm2: 326.1
  ir_drop_v: 0.0001919
detailed_routing:
  dr.pass1.iters: 4
  drt_iter0_drc: 145
  diodes: 0
  wl_per_cell_microns: 13.56
  vias_per_cell: 5.458
  vias: 2445
  routed_wl_microns: 6074
  ant_nets: 0
  drc: 0
min_path:
  hold_path_class: "flip-flop to flip-flop"
clock_network:
  holdBufCountCts: 0
  cts_setup_buffers: 0
  cts_num_sinks: 75
  cts-htree-levels: 3
  cts_tree: "yes"
  insertion_delay_ps: 340
  root_buffer: "clkbuf_8"
  clk_pin_slew_ps: 70
  cts_resized: 0
  max-clock-path-buffers: 2
  numCtsBuffers: 9
cells_and_area:
  drive_gt1_frac: 0.1591
  syn_to_final_growth_pct: 13.61
  nFillCells: 590
flow_run:
  drv_cap: 0
  warnings: 29
logic_synthesis:
  yosysTopAreaCell: "dfrtp_1"
  edf_count: 0
  ys_async_sr_fraction: 1.000
  ff_type: "dfrtp_1"
  most_common_cell: "dfrtp_1"
  yosys-stat-area_sq_mm: 0.003577
  yosys_cells: 321
  yosysWarnings: 2
  synthCells: 321
  topCellsByArea: "dfrtp_1, dfstp_2, mux2_4, o31ai_1, mux2_2"
  top_area_frac: 0.4827
  syn_area_per_cell_sq_um: 11.14
  ys.flops: 75
  synth_seq_share: 0.5268
  synth_cell_types: 56
  synthesis.area_sq_mm: 0.003577
  synth.top_cells.by_count: "dfrtp_1, nor2_1, inv_1"
status:
  status: "finished clean"
==> metrics by stage <==
step	instances	utilization	setup slack [ps]	power [mW]	area, sq um
finish	448	0.5916	1964	1.325	4064
global route	448	0.5916	1862	1.389	4064
CTS	448	0.5916	1955	1.351	4064
detailed placement	432	0.5630	1989	0.7970	3867
global placement	432	0.5630	2042	0.7955	3867
floorplan	321	-	2402	0.7658	3577
==> layer usage <==
metal,global-route usage,part of all wire,vias up
met5,0,0,-
met3,0.02512,0.038,10
li1,-,-,1208
met4,0.02879,0.018,0
met2,0.2691,0.42,47
met1,0.3359,0.52,1180
==> worst min path at each step <==
stage                 slack, ps  depth (start not counted)           startpoint             endpoint
after CTS                   360                          0  u_uart_rx.rx_pin_d1  u_uart_rx.rx_pin_d2
after global routing        370                          0  u_uart_rx.rx_pin_d1  u_uart_rx.rx_pin_d2
final                       360                          0  u_uart_rx.rx_pin_d1  u_uart_rx.rx_pin_d2
==> layout make-up <==
type                    instances  area [sq um]  area share
repair buffers                 23         225.2     0.05542
inverters                      22         82.58     0.02032
clock buffers                  12         145.1     0.03571
flip-flops and latches         75          1884      0.4637
clock inverters                 4         51.30     0.01262
multi-input cells             216          1555      0.3827
well taps                      96         120.1     0.02956
==> power breakdown <==
| group | leakage, nW | internal (mW) | switching, mW | total [mW] |
|---|---|---|---|---|
| Clock | 0.0966 | 0.291 | 0.253 | 0.544 |
| Sequential | 0.999 | 0.735 | 0.00640 | 0.741 |
| Combinational | 0.731 | 0.0214 | 0.0186 | 0.0400 |
| Total | 1.83 | 1.05 | 0.278 | 1.33 |
==> kinds of logic (layout without fill, tap and decap cells) <==
logic type,after synthesis,count (layout),share of synthesized area
flops,75,75,0.5268
compound gates,77,77,0.1487
xor+xnor,8,8,0.01959
mux,22,22,0.08290
fa+ha+maj,8,8,0.02798
simple gates,101,101,0.1557
buf+inv,30,61,0.03848
==> critical path: cells and delay by family, from the launching register on <==
family	cells	cell delay [ps]
and+or+nand+nor	2	500
adders and majority gates	1	150
DFF	1	430
AOI/OAI and AO/OA	2	620
buffers and inverters	1	100
muxes	1	330
==> layout by cell type, fill, tap and decap left out, types with 9 or more instances in the layout <==
cell,count
and2_1,9
clkbuf_8,10
a21oi_1,11
nand2_1,20
dfrtp_1,69
o21ai_0,18
inv_1,22
nand3_1,11
clkdlybuf4s50_1,21
o31ai_1,15
mux2_2,9
nor2_1,24
Power is estimated from default activity; no workload was simulated.
